--- /design/flow/design.v ---
`timescale 1ns / 1ps
module ALU(
   input [3:0] Opcode,
   input [15:0] A,
   input [15:0] B,
   output reg [15:0] Output,
	output reg Z
	);
	reg [15:0]result;
	always @(*)
	begin
		case(Opcode)
		4'b0000:
			result = A + B;
		4'b0001:
			result = A - B;
		4'b0010:
			result = A & B;
		4'b0011:
			result = A | B;
		4'b0100:
			result = A ^ B;
		4'b0101:
			result = ~A;
		4'b0110:
			result = A << 1;
		4'b0111:
			result = A >> 1;
	endcase
	Output = result;
	if (A == 0)begin
		Z = 1;
	end
	end
endmodule
`timescale 1ns / 1ps
module RISCcontroller(
    input [15:0] data,
	 input [15:0] RegA,
	 input clk,
	 input reset,
	 input Z,
    output reg [3:0] Rd,
    output reg [3:0] Rs,
    output reg [3:0] Rt,
	 output reg [3:0] OP,
	 output reg writeregister,
	 output reg writeram,
	 output reg readram,
	 output reg [5:0] addresstorom,
	 output reg enablerom,
	 output reg [1:0] MUX2sel,
	 output reg [7:0] offset
    );
	 reg [5:0] programcounter;
	 reg [15:0] storage;
	 reg [3:0] operand;
	 reg [3:0] destination;
	 reg [3:0] source;
	 reg [3:0] target;
	 reg state;
	 always @ (posedge clk or posedge reset) begin
		if (reset==1) begin
			programcounter <= 6'b000000;
			Rd <= 4'b0000;
			Rs <= 4'b0000;
			Rt <= 4'b0000;
			operand <= 4'b0000;
			OP <= 4'b0000;
			state <= 0;
			end
		else begin
		if(state == 0) begin
			enablerom <= 1;		
			addresstorom <= programcounter;
			storage <= data;		
			operand <= storage[15:12];
			destination <= storage[11:8];
			source <= storage[7:4];
			target <= storage[3:0];
			state <= 1;
		end
		else begin
		if(state == 1) begin
		enablerom <= 0;
			case (operand)
				0: begin
						Rd <= destination;
						Rs <= source;
						Rt <= target;
						OP <= operand;
						MUX2sel <= 0;
						writeregister <= 1;
						writeram <= 0;
						readram <= 0;
						addresstorom <= 0;
						enablerom <= 0;
						offset <= 0;
					end
				1: begin
						Rd <= destination;
						Rs <= source;
						Rt <= target;
						OP <= operand;
						MUX2sel <= 0;
						writeregister <= 1;
						writeram <= 0;
						readram <= 0;
						addresstorom <= 0;
						enablerom <= 0;
						offset <= 0;
					end
				2: begin
						Rd <= destination;
						Rs <= source;
						Rt <= target;
						OP <= operand;
						MUX2sel <= 0;
						writeregister <= 1;
						writeram <= 0;
						readram <= 0;
						addresstorom <= 0;
						enablerom <= 0;
						offset <= 0;
					end
				3: begin
						Rd <= destination;
						Rs <= source;
						Rt <= target;
						OP <= operand;
						MUX2sel <= 0;
						writeregister <= 1;
						writeram <= 0;
						readram <= 0;
						addresstorom <= 0;
						enablerom <= 0;
						offset <= 0;
					end
				4: begin
						Rd <= destination;
						Rs <= source;
						Rt <= target;
						OP <= operand;
						MUX2sel <= 0;
						writeregister <= 1;
						writeram <= 0;
						readram <= 0;
						addresstorom <= 0;
						enablerom <= 0;
						offset <= 0;
					end
				5: begin
						Rd <= destination;
						Rs <= source;
						Rt <= 0;
						OP <= operand;
						MUX2sel <= 0;
						writeregister <= 1;
						writeram <= 0;
						readram <= 0;
						addresstorom <= 0;
						enablerom <= 0;
						offset <= 0;
					end
				6: begin
						Rd <= destination;
						Rs <= source;
						Rt <= 0;
						OP <= operand;
						MUX2sel <= 0;
						writeregister <= 1;
						writeram <= 0;
						readram <= 0;
						addresstorom <= 0;
						enablerom <= 0;
						offset <= 0;
					end
				7: begin
						Rd <= destination;
						Rs <= source;
						Rt <= 0;
						OP <= operand;
						MUX2sel <= 0;
						writeregister <= 1;
						writeram <= 0;
						readram <= 0;
						addresstorom <= 0;
						enablerom <= 0;
						offset <= 0;
					end
				8: begin
						Rd <= destination;
						Rs <= 0;
						Rt <= 0;
						OP <= operand;
						MUX2sel <= 2;
						writeregister <= 1;
						writeram <= 0;
						readram <= 0;
						addresstorom <= 0;
						enablerom <= 0;
						offset <= {8'b00000000,storage[7:0]};
					end
				9: begin
						Rd <= destination;
						Rs <= source;
						Rt <= 0;
						OP <= operand;
						MUX2sel <= 1;
						writeregister <= 1;
						writeram <= 0;
						readram <= 1;
						addresstorom <= 0;
						enablerom <= 0;
						offset <= 0;
					end
				10: begin
						Rd <= 0;
						Rs <= source;
						Rt <= target;
						OP <= operand;
						MUX2sel <= 1;
						writeregister <= 0;
						writeram <= 1;
						readram <= 0;
						addresstorom <= 0;
						enablerom <= 0;
						offset <= 0;		
					end
				11: begin
						Rd <= 0;
						Rs <= destination;
						Rt <= 0;
						OP <= operand;
						MUX2sel <= 1;
						writeregister <= 0;
						writeram <= 0;
						readram <= 0;
						addresstorom <= 0;
						enablerom <= 0;
						offset <= 0;
						if(Z) programcounter <= programcounter + storage[5:0];
					end
				12: begin
						Rd <= destination;
						Rs <= source;
						Rt <= 0;
						OP <= operand;
						MUX2sel <= 1;
						writeregister <= 1;
						writeram <= 0;
						readram <= 1;
						addresstorom <= 0;
						enablerom <= 0;
						offset <= 0;
						if(~Z) programcounter <= programcounter + storage[5:0];
					end
				13: begin
						Rd <= destination;
						Rs <= 0;
						Rt <= 0;
						OP <= operand;
						MUX2sel <= 3;
						writeregister <= 1;
						writeram <= 0;
						readram <= 0;
						addresstorom <= 0;
						enablerom <= 0;
						offset <= {12'b000000000000,programcounter + 1};
						programcounter <= offset + storage[5:0];
					end
				14: begin
						Rd <= 0;
						Rs <= 0;
						Rt <= 0;
						OP <= operand;
						MUX2sel <= 0;
						writeregister <= 0;
						writeram <= 0;
						readram <= 0;
						addresstorom <= 0;
						enablerom <= 0;
						offset <= 0;
						programcounter <= programcounter + storage[5:0];
					 end
				15: begin
						if(storage[11:8] == 0)
						begin
						Rd <= 0;
						Rs <= source;
						Rt <= 0;
						OP <= 0;
						writeregister <= 0;
						writeram <= 0;
						readram <= 0;
						addresstorom <= 0;
						enablerom <= 0;
						offset <= 0;
						programcounter <= RegA[5:0];
						end
					 end		
			endcase
			programcounter <= programcounter + 1;
			state <= 0;
		end
		end
	end
end
endmodule
`timescale 1ns / 1ps
module RISCmodified2to1mux(
    input [15:0] A,
    input [15:0] B,
    input Sel,
    output reg [15:0] Z
    );
	always @(A or B or Sel)
		if(Sel == 1'b0)
			Z = A;
		else
			Z = B;
endmodule
`timescale 1ns / 1ps
module RISCmodified4to1mux(
    input [15:0] A,
    input [15:0] B,
    input [15:0] C,
    input [15:0] D,
    input [1:0]  Sel,
    output reg [15:0] Z
    );
	always @(A or B or C or D or Sel)
		case (Sel)
			2'b00:	Z = A;
			2'b01:	Z = B;
			2'b10:	Z = C;
			2'b11:	Z = D;
		endcase	
endmodule
`timescale 1ns / 1ps
module RISCregfile(
	 input reset,
    input [3:0] R1, R2,
    input [3:0] W1,
    input [15:0] D1,
    input Wenable,
	 input clk,
    output reg [15:0] OUT1,
    output reg [15:0] OUT2
    );
	 reg [15:0] register[15:0];
	 always @ (posedge clk or posedge reset) begin
	 if(reset == 1) begin
	 register[0] <= 0;
	 register[1] <= 0;
	 register[2] <= 0;
	 register[3] <= 0;
	 register[4] <= 0;
	 register[5] <= 0;
	 register[6] <= 0;
	 register[7] <= 0;
	 register[8] <= 0;
	 register[9] <= 0;
	 register[10] <= 0;
	 register[11] <= 0;
	 register[12] <= 0;
	 register[13] <= 0;
	 register[14] <= 0;
	 register[15] <= 0;
	 OUT1 <= 16'b0000000000000000;
	 OUT2 <= 16'b0000000000000000;
	 end
	 else begin
	 if(Wenable == 1) begin
	 register[W1] <= D1;
	 OUT1 <= register[R1];
	 OUT2 <= register[R2];
	 end
	 end
	 end
endmodule
`timescale 1ns / 1ps
module RISCtop(
    input [15:0] data_from_rom,
    input reset,
    input clk,
    input[15:0] data_from_ram,
    output [5:0] address_to_rom,
    output enable_to_rom,
    output[15:0] data_to_ram,
    output write_enable_to_ram,
    output read_enable_to_ram,
    output [5:0] address_to_ram,
    output enable_ram_read
    );
	wire RW, WEnabletoRam, CheckZero;
	wire [1:0] MD;
	wire [3:0] opcode, Rd, Rs, Rt;
	wire [7:0] offsetsig;
	wire [15:0] A, B, C, RamOut, D, F, DfromMux;
	 RISCcontroller controller(
    .data			(data_from_rom),
	 .RegA			(A),
	 .clk				(clk),
	 .reset			(reset),
    .Rd				(Rd),
    .Rs				(Rs),
    .Rt				(Rt),
	 .OP				(opcode),
	 .writeregister		(RW),
	 .writeram				(WEnabletoRam),
	 .readram				(read_enable_to_ram),
	 .addresstorom			(address_to_rom),
	 .enablerom				(enable_to_rom),
	 .MUX2sel				(MD),
	 .offset					(offsetsig),
	 .Z						(CheckZero)
    );
	 RISCregfile regfile(
	 .reset			(reset),
    .R1		(Rs),
    .R2		(Rt),
	 .W1		(Rd),
	 .D1	(D),
	 .Wenable	(RW),
	 .clk		(clk),
	 .OUT1	(A),
	 .OUT2	(B)
	 );
	 RISCmodified2to1mux mux1(
    .A			(data_from_ram),
    .B			(B),
    .Sel			(WEnabletoRam),
    .Z			(data_to_ram)
    );
	 RISCmodified4to1mux mux3(
    .A			(F),
    .B			(data_from_ram),
	 .C			(offsetsig),
	 .D			(offsetsig),
    .Sel			(MD),
    .Z			(D)
    );
	 ALU topalu(
    .Opcode			(opcode),
    .A				(A),
    .B				(B),
    .Output			(F),
	 .Z				(CheckZero)
	 );
endmodule
--- /design/flow/config.mk ---
export PLATFORM = sky130hd
export DESIGN_NAME = RISCtop
export DESIGN_NICKNAME = RISCtop
export VERILOG_FILES = /design/flow/design.v
export SDC_FILE = /design/flow/constraint.sdc
export NUM_CORES = 4
export LEC_CHECK = 1
export CORE_UTILIZATION = 50
--- /design/flow/run.sh ---
#!/bin/bash
# OpenROAD 26Q1-2900-gdf79404cd8, Yosys 0.63+post, stock flow scripts
make -C /OpenROAD-flow-scripts/flow DESIGN_CONFIG=/design/flow/config.mk WORK_HOME=/design/flow/orfs finish
--- /design/flow/constraint.sdc ---
current_design RISCtop

set clk_period 7.4
set clk_io_pct 0.2

create_clock -name clk0 -period $clk_period [get_ports {clk}]

set non_clock_inputs [all_inputs -no_clocks]
set_input_delay [expr $clk_period * $clk_io_pct] -clock clk0 $non_clock_inputs
set_output_delay [expr $clk_period * $clk_io_pct] -clock clk0 [all_outputs]
==> results.cfg <==
; physical design summary
[synth]
syn-cell-area_um2 = 20200
edf_count = 46
async_flop_share_pct = 86.5
ys_cells = 2158
yosysChipArea_um2 = 20200
ys_seq_elements = 364
synth_seq_share_pct = 46.1
ys_warn_count = 16
synthCells = 2158
synth-main-ff-cell = dfrtp_1
synth.avg_cell_area_um2 = 9.37
yosysUniqueCellTypes = 83

[worst_setup_path]
cp.required_ns = 7.90
critical_path_depth = 11
r2r-start = controller.OP[2]$_DFFE_PP0P_
r2r_setup_slack_ns = 2.89
endpoint = regfile.register[2][14]$_DFFE_PP0P_
slowest_delay_ns = 0.70
worstPathArrival_ns = 5.01
critPathKind = flop to flop
cp-start-kind = flop
crit_chain = nand2b_1 -> or3_1 -> mux2i_1 -> fa_1 -> a211oi_1 -> o21ai_0 -> a21boi_1 -> o221a_2 -> xor2_1 -> a31oi_2 -> mux2_2
worst_path_max_delay_cell = a31oi_2
worstSetupEndpointType = flop
rr_worst_depth = 11
critPathBufInv = 0
rr_endpoint = regfile.register[2][14]$_DFFE_PP0P_
worstPathMaxFanout = 26
cp_top_family = AND-OR/OR-AND gates
setup.worst_path.start = controller.OP[2]$_DFFE_PP0P_

[clocking]
clockBufferDepth = 3
post_cts_buffers = 0
cts_buffers = 40
tritoncts = built
postCtsHoldBufs = 0
clk_pin_slew_worst_paths_ns = 0.06
cts_resized = 0
clock_sinks = 364
clkLatencyLatePin_ns = 0.57
htree_num_levels = 2
root_buffer = clkbuf_16

[final_timing]
tightest_slew_ns = 1.02
drv_slew = 0
clock.fmax_ghz = 0.222
skew_ns = 0.0108
min_period_ns = 4.51
slew_headroom_pct = 32.1
tns_ns = 0
fin_ws_ns = 2.89
timing.hold.ws_ns = 0.449
finalHoldViolCount = 0
rsz0062_at_grt = no
period_used_pct = 60.9
setup_viol = 0

[cells_and_area]
final.fill_count = 3392
syn2layout_area_growth_pct = 13.2
lay_top_count = dfrtp_1
flop_area_um2 = 9330
logic_area_um2 = 10000
drive_gt1_share_pct = 13.1
lay_top_cells = dfrtp_1, nand2_1, o21ai_0

[floorplan]
chipArea_um2 = 41200
ios = 66
fp_util_pct = 50.8
die_x_um = 203
die_y_um = 203
fp-row-count = 73
coreArea_um2 = 39800

[placement]
dp_hpwl_mm = 58.3
place_congestion = 1.07
port_buffers = 57
dp_slack_ns = 3.02

[route]
drc = 0
firstDrtPassIters = 10
drt-vias-per-instance = 6.73
wirelength_mm = 84.3
vias = 18500
ant_nets = 0
avgRoutedWirePerCell_um = 30.7
first_iter_violations = 2168

[pwr]
comb_power_share_pct = 15.0
p_int_mw = 3.83
p_leak_nw = 9.41
pwr-share-seq_pct = 46.3
swShare_pct = 28.9
power.share.clock_pct = 38.8
ir_drop_mv = 0.199
p_switching_mw = 1.56
powerDensity_nw_per_um2 = 235
power_mw = 5.39

[hold_path]
hold_class = flop to flop

[global_route]
grt_pass1_vias = 17900
grt_use_total_pct = 43.7
grt_max_degree = 98
grt_pass1_wl_mm = 123
gr-total-overflow = 0
antenna_found_initial = 5

[flow_run]
max-cap-violations = 0
warning_count = 43

[run_status]
outcome = finished clean
## per-layer routing
| metal | track usage (%) | vias to the layer above | routed length (µm) |
|---|---|---|---|
| met2 | 57.2 | 1221 | 33800 |
| li1 | - | 8009 | - |
| met4 | 17.9 | 10 | 4760 |
| met3 | 21.8 | 332 | 12300 |
| met5 | 1.90 | - | 149 |
| met1 | 63.5 | 8939 | 33200 |
## layout make-up
| cell class | count | share of cell area (%) |
|---|---|---|
| multi-input combinational | 1572 | 43.7 |
| clock buffer | 51 | 4.91 |
| timing repair buffer | 150 | 5.60 |
| inverter | 64 | 1.07 |
| sequential | 364 | 40.8 |
| antenna | 3 | 0.0328 |
| tap | 525 | 2.87 |
| clock inverter | 20 | 1.06 |
## power by group through the flow
stage | logic, mW | clock network [mW] | registers, mW
4_1_cts | 0.796 | 2.11 | 2.48
6_report | 0.806 | 2.09 | 2.49
5_1_grt | 0.890 | 2.18 | 2.52
## synthesized netlist by cell type, types with 13 or more instances
master | n | area (µm²)
a21oi_1 | 177 | 886
a221oi_1 | 26 | 228
a222oi_1 | 21 | 210
a22o_1 | 32 | 280
a22oi_1 | 87 | 653
a32oi_1 | 23 | 201
and2_1 | 13 | 81.3
buf_1 | 13 | 48.8
buf_2 | 25 | 125
buf_4 | 14 | 105
clkbuf_1 | 112 | 420
dfrtp_1 | 315 | 7880
edfxtp_1 | 46 | 1380
ha_1 | 49 | 613
inv_1 | 63 | 236
mux2_2 | 75 | 845
mux2i_1 | 31 | 310
nand2_1 | 225 | 845
nand2b_1 | 23 | 144
nand3_1 | 44 | 220
nor2_1 | 210 | 788
nor2b_1 | 25 | 156
nor3_1 | 23 | 115
o211ai_1 | 15 | 113
o21ai_0 | 213 | 1070
o221ai_1 | 25 | 219
o22ai_1 | 13 | 81.3
xnor2_1 | 25 | 219
## logic make-up after synthesis
logic type               count (synthesis)  share of synthesized area (%)
AND-OR/OR-AND                          747                           24.4
XOR/XNOR                                34                           1.51
adder cells (fa/ha/maj)                 50                           3.13
buffers and inverters                  229                           4.72
flip-flops                             364                           46.1
multiplexers                           112                           6.38
other                                    1                         0.0185
AND/OR/NAND/NOR                        621                           13.7
## worst reg2reg max path, cell delays in order (launching register included)
cell and delay [ns]:
dfrtp_1 0.68, nand2b_1 0.38, or3_1 0.48, mux2i_1 0.20
fa_1 0.45, a211oi_1 0.34, o21ai_0 0.27, a21boi_1 0.33
o221a_2 0.25, xor2_1 0.07, a31oi_2 0.70, mux2_2 0.30
## through the flow
step | cells | instance area (µm²) | util (%)
2_1_floorplan | 2165 | 20200 | -
3_3_place_gp | 2675 | 21500 | 54.0
3_5_place_dp | 2675 | 21500 | 54.0
4_1_cts | 2746 | 22900 | 57.5
5_1_grt | 2747 | 22900 | 57.5
6_report | 2749 | 22900 | 57.5
## worst min path at each step
stage,start,endpoint,slack [ns],depth (start not counted)
6_report,controller.storage[8]$_DFFE_PP_,controller.destination[0]$_DFFE_PP_,0.45,0
5_1_grt,controller.storage[11]$_DFFE_PP_,controller.destination[3]$_DFFE_PP_,0.46,0
4_1_cts,controller.storage[8]$_DFFE_PP_,controller.destination[0]$_DFFE_PP_,0.45,0
## state kept, by name, summed over array words and instances (netlist names), 6 cells and up
register / flops
regfile.register: 256
controller.storage: 16
regfile.OUT1: 16
regfile.OUT2: 16
controller.offset: 8
controller.addresstorom: 6
controller.programcounter: 6
Power is estimated from default activity; no workload was simulated.
