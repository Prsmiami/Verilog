==> constraint.sdc <==
current_design read_from_ram

set clk_period 2.7
set clk_io_pct 0.2

create_clock -name clk0 -period $clk_period [get_ports {clk}]

set non_clock_inputs [all_inputs -no_clocks]
set_input_delay [expr $clk_period * $clk_io_pct] -clock clk0 $non_clock_inputs
set_output_delay [expr $clk_period * $clk_io_pct] -clock clk0 [all_outputs]
==> config.mk <==
export PLATFORM = sky130hd
export DESIGN_NAME = read_from_ram
export DESIGN_NICKNAME = read_from_ram
export VERILOG_FILES = /design/flow/design.v
export SDC_FILE = /design/flow/constraint.sdc
export NUM_CORES = 4
export LEC_CHECK = 1
export CORE_UTILIZATION = 50
==> run.sh <==
#!/bin/bash
# OpenROAD 26Q1-2900-gdf79404cd8, Yosys 0.63+post, stock flow scripts
make -C /OpenROAD-flow-scripts/flow DESIGN_CONFIG=/design/flow/config.mk WORK_HOME=/design/flow/orfs finish
==> design.v <==
`timescale 1ns / 1ps
module read_from_ram(
    input clk,
	 input reset,
    input [15:0] data_from_ram,
    input uart_ready,
    output reg [5:0] address_to_ram,
    output reg read_enable_to_ram,
    output reg uart_send,
    output reg [7:0] uart_data
    );
	reg[2:0] byte_counter ;			 
	reg stop ;							 
	reg uart_sec_free ; 				 
	reg read_input_from_ram ;
	reg [3:0] hex1, hex2, hex3 ;     
	always @ (posedge clk)			 
	begin
		if ( reset )
			address_to_ram <= 0 ;
		else if ( read_enable_to_ram )
			address_to_ram <= address_to_ram + 4'b0001 ;
		else
			address_to_ram <= address_to_ram ;
	end
	always @ (posedge clk)				 
	begin
		if (reset)
			stop <= 0 ;
		else if ( ( &address_to_ram ) && ( read_enable_to_ram )	)
			stop <= 1 ;
		else
			stop <= stop ;
	end
	always @ (posedge clk)				 
	begin
		if (reset)
			read_enable_to_ram <= 0 ;
		else if ( ( ~stop ) && uart_sec_free && (~ read_enable_to_ram) )
			read_enable_to_ram <= 1 ;
		else 
			read_enable_to_ram <= 0 ;
	end
	always @ (posedge clk)				 
	begin
		if (reset)	
			byte_counter <= 0 ;
		else if ( read_enable_to_ram )
			byte_counter <= 3'd6 ;
		else if (uart_send)
			byte_counter <= byte_counter - 3'b001 ;
		else
			byte_counter <= byte_counter ;
	end
	always @ (posedge clk)				 
	begin
		if (reset)
			read_input_from_ram <= 0 ;
		else
			read_input_from_ram <= read_enable_to_ram ;
	end
always @ ( posedge clk ) 			 
	begin
		if ( reset )
		begin
			hex3 <= 0 ;
			hex2 <= 0 ;
			hex1 <= 0 ;
		end
		else if ( read_input_from_ram )		 
		begin
			hex3 <= data_from_ram[11:8] ;
			hex2 <= data_from_ram[7:4] ;
			hex1 <= data_from_ram[3:0] ; 
		end
		else
		begin
			hex3 <= hex3 ;
			hex2 <= hex2 ;
			hex1 <= hex1 ;
		end	
	end
	always @ (posedge clk)				 
	begin
		if (reset)
			uart_send <= 0 ;
		else if ( read_input_from_ram )				 
			uart_send <= 1;  
		else if ( ( byte_counter != 0) && ( uart_ready ) && ( ~ uart_send ) )
			uart_send <= 1;
		else
			uart_send <= 0;
	end		
	always @ ( posedge clk ) 			 
	begin
		if ( reset )
			uart_data <= 8'd0 ;
		else if ( read_input_from_ram )				 
		begin
			case (data_from_ram[15:12])
				0	:	uart_data <= 8'h30 ;
				1	:	uart_data <= 8'h31 ;
				2	:	uart_data <= 8'h32 ;
				3	:	uart_data <= 8'h33 ;
				4	:	uart_data <= 8'h34 ;
				5	:	uart_data <= 8'h35 ;
				6	:	uart_data <= 8'h36 ;
				7	:	uart_data <= 8'h37 ;
				8	:	uart_data <= 8'h38 ;
				9	:	uart_data <= 8'h39 ;
				10	:	uart_data <= 8'h41 ;
				11	:	uart_data <= 8'h42 ;
				12	:	uart_data <= 8'h43 ;
				13	:	uart_data <= 8'h44 ;
				14	:	uart_data <= 8'h45 ;
				15	:	uart_data <= 8'h46 ;
			endcase
		end	
		else if ( uart_ready && ( byte_counter != 0 ) && ( ~ uart_send ) )
		begin
			case (byte_counter)
				7 : uart_data <= 8'hFF ;
				6 : uart_data <= 8'hFF ;
				5 : 
				begin
					case (hex3)
						0	:	uart_data <= 8'h30 ;
						1	:	uart_data <= 8'h31 ;
						2	:	uart_data <= 8'h32 ;
						3	:	uart_data <= 8'h33 ;
						4	:	uart_data <= 8'h34 ;
						5	:	uart_data <= 8'h35 ;
						6	:	uart_data <= 8'h36 ;
						7	:	uart_data <= 8'h37 ;
						8	:	uart_data <= 8'h38 ;
						9	:	uart_data <= 8'h39 ;
						10	:	uart_data <= 8'h41 ;
						11	:	uart_data <= 8'h42 ;
						12	:	uart_data <= 8'h43 ;
						13	:	uart_data <= 8'h44 ;
						14	:	uart_data <= 8'h45 ;
						15	:	uart_data <= 8'h46 ;
					endcase
				end
				4 : 
				begin
					case (hex2)
						0	:	uart_data <= 8'h30 ;
						1	:	uart_data <= 8'h31 ;
						2	:	uart_data <= 8'h32 ;
						3	:	uart_data <= 8'h33 ;
						4	:	uart_data <= 8'h34 ;
						5	:	uart_data <= 8'h35 ;
						6	:	uart_data <= 8'h36 ;
						7	:	uart_data <= 8'h37 ;
						8	:	uart_data <= 8'h38 ;
						9	:	uart_data <= 8'h39 ;
						10	:	uart_data <= 8'h41 ;
						11	:	uart_data <= 8'h42 ;
						12	:	uart_data <= 8'h43 ;
						13	:	uart_data <= 8'h44 ;
						14	:	uart_data <= 8'h45 ;
						15	:	uart_data <= 8'h46 ;
					endcase
				end
				3 : 
				begin
					case (hex1)
						0	:	uart_data <= 8'h30 ;
						1	:	uart_data <= 8'h31 ;
						2	:	uart_data <= 8'h32 ;
						3	:	uart_data <= 8'h33 ;
						4	:	uart_data <= 8'h34 ;
						5	:	uart_data <= 8'h35 ;
						6	:	uart_data <= 8'h36 ;
						7	:	uart_data <= 8'h37 ;
						8	:	uart_data <= 8'h38 ;
						9	:	uart_data <= 8'h39 ;
						10	:	uart_data <= 8'h41 ;
						11	:	uart_data <= 8'h42 ;
						12	:	uart_data <= 8'h43 ;
						13	:	uart_data <= 8'h44 ;
						14	:	uart_data <= 8'h45 ;
						15	:	uart_data <= 8'h46 ;
					endcase
				end
				2 : uart_data <= 8'h0d ;			 
				1 : uart_data <= 8'h0a ;			 
				0 : uart_data <= 8'hFF;
			endcase
		end
	end		
		always @ ( posedge clk )				 
		begin
			if (reset)
				uart_sec_free <= 1 ;
			else if ( ( byte_counter == 0 ) && uart_ready && ( ~read_enable_to_ram ) )	
				uart_sec_free <= 1 ;
			else 
				uart_sec_free <= 0 ;
		end
endmodule
==> run_results.csv <==
group,metric,value,unit
run_status,status,"finished, final reports clean",
yosys,syn_inst,256,
yosys,synth-edff-count,0,
routing,wl,4.205,mm
cells_and_area,nFillCells,376,
power_and_ir_drop,powerDensity,602.5,nW/um2
routing,drcViolationCount,0,
clock_network,cts_root_buf,"clkbuf_8",
power_and_ir_drop,power.share.combinational,0.184,
hold_path,hold_class,"flop to flop",
routing,ant_nets,0,
yosys,synth_cell_type_count,45,
clock_network,cts_tree,"built",
hold_path,hold_end,"read_enable_to_ram",
setup_path,cp.required,2.89,ns
routing,drt-wirelength-per-cell,12.51,um
global_route,antenna_found_initial,0,
setup_path,reg2reg_slack,0.58,ns
setup_path,critPathLaunchType,"flop",
flow_run,warnings,34,
setup_path,worstPathMaxFanout,8,
floorplan,die_y,70.61,um
sta,fmax,471.8,MHz
clock_network,clock-sinks,51,
cells_and_area,drive_gt1_frac,0.07042,
cells_and_area,instances_no_fill,336,
clock_network,postCtsSetupBuffers,0,
cells_and_area,syn2layout_area_growth,19.99,%
yosys,async_flop_share,0,
setup_path,rr_startpoint,"byte_counter[0]",
yosys,synth_flops,51,
sta,rsz0062_at_grt,"false",
setup_path,cpPeakStageDelay,0.41,ns
floorplan,chipArea,4985,um2
sta,fin_skew,0.006231,ns
sta,fin_crit,2.120,ns
power_and_ir_drop,p_sw,0.0004289,W
floorplan,floorplan.core_util,0.5296,
routing,insertedDiodeCount,0,
power_and_ir_drop,p_sw_frac,0.2520,
yosys,ys_cells,256,
setup_path,arrival,2.31,ns
yosys,ys_seq_share,0.4338,
global_route,track_usage,0.1870,
power_and_ir_drop,p_clk_frac,0.322,
placed_design,port-buffer-count,34,
clock_network,cts_hold_buf,0,
routing,drt-vias-per-instance,5.324,
sta,post-route-period-util,0.7851,
setup_path,end_kind,"flop",
placed_design,dp_hpwl,3.020,mm
floorplan,rows,24,
sta,finalHoldViolations,0,
clock_network,cts_buffer_depth,2,
power_and_ir_drop,p_int,0.001273,W
hold_path,min_delay_path_depth,1,
clock_network,clk_latency,0.30,ns
sta,timing.slew.headroom,0.6673,
floorplan,die-width,70.61,um
clock_network,path_clk_slew,0.09,ns
setup_path,critPathSlowestCell,"dfxtp_1",
routing,first_pass_iters,21,
routing,route.vias.total,1789,
flow_run,maxCapViolations,0,
yosys,synth-main-ff-cell,"dfxtp_1",
sta,tightestPinTransition,0.4983,ns
hold_path,holdCritStartpoint,"stop",
global_route,overflow,0,
routing,initialDrtViolationCount,68,
setup_path,crit_type,"flop to flop",
clock_network,cts_resized,0,
yosys,synth.area.top_cells,"dfxtp_1 43%, ha_1 7.4%, mux2i_1 7.2%, nor2_1 5.3%, inv_1 4.0%",
yosys,synth_warnings,1,
sta,setup_violations,0,
clock_network,cts_max_level,2,
floorplan,io_pins,35,
placed_design,place_inst,328,
yosys,synth_area_per_cell,9.193,um2
global_route,grt_pass1_vias,1598,
placed_design,gp_congestion,0.8451,
yosys,yosys_area,2354,um2
sta,final.setup.tns,0,ns
power_and_ir_drop,vdd_ir_drop_max,0.5259,mV
global_route,grt_max_degree,48,
setup_path,reg2reg_depth,6,
setup_path,path_cells,"inv_1, ha_1, nor2_1, mux2_2, a311oi_1, o32ai_1",
setup_path,rr_endpoint,"uart_data[1]",
sta,slew_violations,0,
global_route,grt_first_pass_wirelength,7.376,mm
cells_and_area,final_cell_mix,"51 x dfxtp_1, 34 x clkdlybuf4s50_1, 33 x nor2_1, 25 x inv_1, 17 x mux2i_1",
yosys,yosysTopAreaCell,"dfxtp_1",
clock_network,numCtsBuffers,5,
cells_and_area,layout_top_cell,"dfxtp_1",
setup_path,worstSetupStartpoint,"byte_counter[0]",
yosys,syn_area,2354,um2
yosys,synth_top_area_share,0.4338,
floorplan,core_area,4444,um2
power_and_ir_drop,p_seq_frac,0.494,
power_and_ir_drop,leakage,1.096,nW
-- metal layers --
layer | track usage | vias to the layer above | share of wire
met4 | 0.02222 | 0 | 0.0038
met3 | 0.02601 | 2 | 0.043
met5 | 0 | - | 0
met1 | 0.3010 | 803 | 0.50
li1 | - | 944 | -
met2 | 0.2891 | 40 | 0.45
-- power groups by stage --
stage     combinational, W  clock, W  sequential (W)
6_report          0.000313  0.000548        0.000840
4_1_cts           0.000314  0.000567        0.000840
5_1_grt           0.000351  0.000600        0.000847
-- logic make-up after synthesis --
kind of cell,Yosys count,share of synthesized area
simple gates,76,0.1627
flops,51,0.4338
compound gates,48,0.1478
buf+inv,43,0.08187
mux,18,0.07708
fa+ha+maj,14,0.07443
xor+xnor,6,0.02233
-- how the worst max path moves through the flow --
stage                     endpoint
final                 uart_data[1]
after CTS             uart_data[0]
after global routing  uart_data[0]
-- final cells by class --
class                      instances  area (um2)  area share
clock buffer                       6       82.58     0.02924
clock inverter                     2       38.79     0.01374
inverter                          25       93.84     0.03323
multi-input combinational        162        1140      0.4036
sequential                        51        1021      0.3615
tap                               52       65.06     0.02304
timing repair buffer              38       382.9      0.1356
-- synthesized netlist by cell type (3+ instances only) --
master	instances
dfxtp_1	51
nor2_1	33
inv_1	25
mux2i_1	17
ha_1	14
clkbuf_1	10
a21oi_1	9
nand2_1	9
nor4_1	9
o21ai_0	6
a211oi_1	5
nand2b_1	5
a21boi_0	4
a31oi_1	4
buf_2	4
a311o_1	3
a311oi_1	3
nand3b_1	3
nor3_1	3
or2_2	3
xnor2_1	3
xor2_1	3
-- critical path: cells and delay by family (launching register included) --
family | cells | cell delay [ns]
and+or+nand+nor | 1 | 0.32
buffers and inverters | 1 | 0.11
adders and majority gates | 1 | 0.32
DFF | 1 | 0.41
AOI/OAI and AO/OA | 2 | 0.45
muxes | 1 | 0.40
-- metrics by stage --
step           hold WS (ns)  area [um2]  total power [W]  worst slack (ns)    util
6_report             0.4330        2824         0.001702            0.5803  0.6354
2_1_floorplan        0.4017        2354         0.001054            0.7976       -
5_1_grt              0.4645        2824         0.001799            0.4381  0.6354
3_5_place_dp         0.4266        2703         0.001169            0.3478  0.6081
3_3_place_gp         0.4181        2703         0.001168            0.3784  0.6081
4_1_cts              0.4404        2824         0.001721            0.5847  0.6354
Power and IR drop assume default switching activity.
